**flow/run.sh**
```bash
#!/bin/bash
# OpenROAD 26Q1-2900-gdf79404cd8, Yosys 0.63+post, stock flow scripts
make -C /OpenROAD-flow-scripts/flow DESIGN_CONFIG=/design/flow/config.mk WORK_HOME=/design/flow/orfs finish
```
**flow/config.mk**
```make
export PLATFORM = sky130hd
export DESIGN_NAME = MEM_WB
export DESIGN_NICKNAME = MEM_WB
export VERILOG_FILES = /design/flow/design.v
export SDC_FILE = /design/flow/constraint.sdc
export NUM_CORES = 4
export LEC_CHECK = 1
export CORE_AREA = 10 10 172 172
export DIE_AREA = 0 0 182 182
```
**flow/constraint.sdc**
```tcl
current_design MEM_WB

set clk_period 1.0
set clk_io_pct 0.2

create_clock -name clk0 -period $clk_period [get_ports {clk}]

set non_clock_inputs [all_inputs -no_clocks]
set_input_delay [expr $clk_period * $clk_io_pct] -clock clk0 $non_clock_inputs
set_output_delay [expr $clk_period * $clk_io_pct] -clock clk0 [all_outputs]
```
**flow/design.v**
```verilog
`timescale 1ns / 1ps
module MEM_WB (
    input logic clk,
    input logic rst,
    input logic Enable,
    input logic [31:0]read_data,
    input logic [31:0]alu_OUT_reg2,pc_offset_reg2,instruction_reg2,
    input logic MemToReg_reg2,
    input logic [4:0]Rd_M,
    input logic regWrite_reg2,AUI_pc_reg2,jalr_reg2,jump_reg2,Branch_reg2,zero_reg2,
    output logic [31:0]read_data_reg3,instruction_reg3,
    output logic [31:0]alu_OUT_reg3,
    output logic [4:0]Rd_W,
    output logic MemToReg_reg3,pc_offset_reg3,
    output logic regWrite_reg3,AUI_pc_reg3,jalr_reg3,jump_reg3,zero_reg3,Branch_reg3
);
    always_ff @(posedge clk or posedge rst) begin
        if (rst) begin
            read_data_reg3 <= '0;
            alu_OUT_reg3   <= '0;
            MemToReg_reg3  <= '0;
            Rd_W  <= '0;
            regWrite_reg3   <= '0;
            jump_reg3   <= '0;
            jalr_reg3   <= '0;
            zero_reg3 <= '0;
            AUI_pc_reg3   <= '0;
            pc_offset_reg3   <= '0;
            Branch_reg3 <= '0;
            instruction_reg3 <= '0;
        end
        else if (Enable) begin
            read_data_reg3 <= read_data;
            alu_OUT_reg3   <= alu_OUT_reg2;
            MemToReg_reg3  <= MemToReg_reg2;
            regWrite_reg3   <= regWrite_reg2;
            Rd_W   <= Rd_M;
            jump_reg3   <= jump_reg2;
            jalr_reg3   <= jalr_reg2;
            Branch_reg3 <= Branch_reg2;
            zero_reg3 <= zero_reg2;
            AUI_pc_reg3   <= AUI_pc_reg2;
            pc_offset_reg3   <= pc_offset_reg2;
            instruction_reg3 <= instruction_reg2;
        end
    end
endmodule
```
==> flow_metrics.env <==
# source this file to load flow results
export IMPL_timing_max_cap_violations=0
export IMPL_finalMaxSlewViolations=0
export IMPL_fp_dieArea_um2=33100
export IMPL_avgRoutedWirePerCell_um=14.9
export IMPL_pin_count=252
export IMPL_final_core_util_pct=25.9
export IMPL_combPwrFrac_pct=16.3
export IMPL_warnings=59
export IMPL_syn_mean_instance_area_um2=17.6
export IMPL_ys_cells=231
export IMPL_place_inst=793
export IMPL_met1_usage_pct=9.06
export IMPL_unrepaired_setup_endpoints_after_global_routing="yes"
export IMPL_timing_worst_slew_pin_value_ns=0.209
export IMPL_detail_route_wirelength_mm=12.2
export IMPL_grt_start_max_net_pins=35
export IMPL_clock_path_buffers=2
export IMPL_tritoncts_clock_tree="done"
export IMPL_timing_clock_skew_ns=0
export IMPL_path_class="reg -> out"
export IMPL_ys_area_um2=4080
export IMPL_drt_initial_drc_count=78
export IMPL_maximum_level_of_the_cts_h_tree=3
export IMPL_globalplace_congestion=0.760
export IMPL_min_path_type="in -> async"
export IMPL_floorplan_core_util_pct=15.7
export IMPL_grt_pass1_wl_mm=19.0
export IMPL_violated_checks="setup timing"
export IMPL_report_final_hold_viol_count=0
export IMPL_report_power_total_mw=10.4
export IMPL_r2r_start="instruction_reg3[12]$_DFFE_PP0P_"
export IMPL_crit_path_max_fanout=2
export IMPL_yosysWarningCount=1
export IMPL_met2_routing_resource_usage_after_global_routing_pct=11.5
export IMPL_die_h_um=182
export IMPL_cts_sink_count=109
export IMPL_route_detailed_drc=0
export IMPL_max_freq_mhz=933
export IMPL_buffer_ports_inserted=220
export IMPL_overflow=0
export IMPL_synth_area_um2=4080
export IMPL_slew_headroom_pct=86.1
export IMPL_cpPeakStageDelay_ns=0.39
export IMPL_report_final_setup_viol=109
export IMPL_clk_pin_slew_worst_paths_ns=0.08
export IMPL_cts_buffers_inserted=9
export IMPL_vias=2794
export IMPL_grt_antenna_before_repair=0
export IMPL_cp_cell_sequence="buf_2"
export IMPL_syn_inst=231
export IMPL_drtPass1Iterations=2
export IMPL_vias_in_the_first_global_route=3066
export IMPL_cell_internal_pwr_mw=8.06
export IMPL_max_vdd_ir_drop_uv=688
export IMPL_worst_endpoint_arrival_ns=0.87
export IMPL_grt_use_total_pct=7.24
export IMPL_power_share_switching_pct=22.7
export IMPL_r2r_worst_path_cells=3
export IMPL_place_detailed_hpwl_mm=9.39
export IMPL_post_route_cells_drive_above_1_share_pct=54.8
export IMPL_final_clock_period_utilization_by_the_worst_path_pct=107
export IMPL_status="complete, but fails checks"
export IMPL_final_min_clock_period_ns=1.07
export IMPL_clock_power_share_pct=35.5
export IMPL_core_region_area_um2=25900
export IMPL_sequential_element_share_of_the_synthesized_area_pct=66.9
export IMPL_final_cell_count_no_fill=819
export IMPL_clk_insertion_delay_late_ns=0.34
export IMPL_vias_per_cell=3.41
export IMPL_synth_flops=109
export IMPL_timing_rr_end="instruction_reg3[12]$_DFFE_PP0P_"
export IMPL_end_kind="primary output"
export IMPL_yosys_cell_types_count=6
export IMPL_postLayoutSetupSlackWorst_ns=-0.0714
export IMPL_die_w_um=182
export IMPL_syn2layout_area_growth_pct=64.5
export IMPL_timing_critical_path_slowest_stage_cell="dfrtp_1"
export IMPL_share_seq_of_total_power_pct=48.3
export IMPL_grt_busiest_layer="met2"
export IMPL_critPathTopFamily="flip-flops"
export IMPL_route_antenna_diode_count=0
export IMPL_ff2ff_setup_slack_ns=0.01
export IMPL_power_per_cell_area_nw_per_um2=1550
export IMPL_global_route_met3_usage_pct=3.17
export IMPL_net_switching_power_mw=2.37
export IMPL_rows=59
export IMPL_cts_root_buf="clkbuf_16"
export IMPL_cp_required_ns=0.80
export IMPL_worst_path_bufs_invs=1
export IMPL_ant_nets=0
export IMPL_cp_start_kind="flip-flop"
export IMPL_power_leakage_nw=2.93
## routing by layer
metal / vias to the layer above / share of wire [%]
met4: 0 / 2.2
met1: 1350 / 41
li1: 1311 / -
met3: 15 / 10
met2: 118 / 47
met5: - / 0
## tightest hold or removal path, cell delays in order
cell             delay [ns]
clkdlybuf4s50_1        0.44
clkinvlp_4             0.11
buf_4                  0.14
## kinds of logic (layout without fill, tap and decap cells)
family / Yosys count / after routing / share of synthesized area (%)
flip-flops: 109 / 109 / 66.9
buffers and inverters: 13 / 266 / 2.03
multiplexers: 109 / 109 / 31.0
## layout by cell type (no fill, tap or decap)
cell type        Yosys  layout
buf_12               0       9
buf_2                9     109
buf_4                0      21
bufinv_16            0       1
clkbuf_16            0       9
clkbuf_8             0       1
clkdlybuf4s50_1      0     110
clkinv_2             0       2
clkinvlp_4           0       4
dfrtp_1            109     109
mux2_2              99      99
mux2_4              10      10
## timing repair
item | CTS | global route
setup buffers | 2 | 8
hold buffers | 0 | 0
cloned | 0 | 0
setup endpoints to repair | 109 | 110
resized | 358 | 0
## per-stage QoR
stage,TNS [ns],cell area (um2),worst slack (ns),hold slack (ns)
6_report,-4.64,6710,-0.0714,0.205
5_1_grt,-10.13,6710,-0.125,0.199
4_1_cts,-7.93,6650,-0.0951,0.187
3_5_place_dp,-10.62,6870,-0.121,0.492
3_3_place_gp,-10.30,6870,-0.118,0.487
2_1_floorplan,-56.19,4080,-0.515,0.348
## Yosys cell counts
cell       n  share of area, %
inv_1      1             0.092
dfrtp_1  109                67
buf_6      3              0.83
mux2_4    10               3.7
mux2_2    99                27
buf_2      9               1.1
## state kept, by name, indices dropped and copies added (netlist names)
signal	cells
alu_OUT_reg3	32
instruction_reg3	32
read_data_reg3	32
Rd_W	5
AUI_pc_reg3	1
Branch_reg3	1
MemToReg_reg3	1
jalr_reg3	1
jump_reg3	1
pc_offset_reg3	1
regWrite_reg3	1
zero_reg3	1
## cell type report
cell class	instances	area, um2
sequential	109	2730
inverter	1	7.51
tap	335	419
clock inverter	6	62.6
multi-input combinational	109	1260
clock buffer	10	239
fill	2673	19200
timing repair buffer	249	1980
## power groups by stage
stage	Combinational [mW]	Clock [mW]	Sequential, mW
global route	1.88	4.07	5.10
finish	1.69	3.70	5.03
CTS	1.71	3.90	5.04
## worst max path at each step
stage     cells past startpoint  slack [ns]                              from                    to
6_report                      1       -0.07   instruction_reg3[7]$_DFFE_PP0P_   instruction_reg3[7]
5_1_grt                       1       -0.13  instruction_reg3[12]$_DFFE_PP0P_  instruction_reg3[12]
4_1_cts                       1        -0.1   instruction_reg3[7]$_DFFE_PP0P_   instruction_reg3[7]
Power and IR drop assume default switching activity.
