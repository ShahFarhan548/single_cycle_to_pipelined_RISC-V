$ cat /design/flow/constraint.sdc
current_design ID_EX

set clk_period 1.0
set clk_io_pct 0.2

create_clock -name clk0 -period $clk_period [get_ports {clk}]

set non_clock_inputs [all_inputs -no_clocks]
set_input_delay [expr $clk_period * $clk_io_pct] -clock clk0 $non_clock_inputs
set_output_delay [expr $clk_period * $clk_io_pct] -clock clk0 [all_outputs]
$ cat /design/flow/run.sh
#!/bin/bash
# OpenROAD 26Q1-2900-gdf79404cd8, Yosys 0.63+post, stock flow scripts
make -C /OpenROAD-flow-scripts/flow DESIGN_CONFIG=/design/flow/config.mk WORK_HOME=/design/flow/orfs finish
$ cat /design/flow/design.v
`timescale 1ns / 1ps
module ID_EX #(parameter WIDTH = 32)(
    input logic clk,
    input logic rst,
    input logic enable,
    input logic [WIDTH-1:0]rs0,
    input logic [WIDTH-1:0]rs1,
    input logic [WIDTH-1:0]Im_mux,
    input logic [WIDTH-1:0]pc,pc_plus4_reg,instr_reg,
    input logic [4:0]Rd_D,
    input logic MemRead,
    input logic MemWrite,
    input logic MemToReg,
    input logic alusrc,
    input logic [4:0]ALUop,
    input logic AUI_pc,
    input logic [1:0]L_type,
    input logic [1:0]S_type,
    input logic jump,
    input logic jalr,
    input logic regWrite,     
    input logic Branch,
    output logic [WIDTH-1:0]rs0_reg1,
    output logic [WIDTH-1:0]rs1_reg1,
    output logic [WIDTH-1:0]im_mux_reg1,pc_plus4_reg1,instr_reg1,
    output logic [WIDTH-1:0]pc_reg1,
    output logic [4:0]Rd_E,
    output logic MemRead_reg1,
    output logic MemWrite_reg1,
    output logic MemToReg_reg1,
    output logic alusrc_reg1,
    output logic [4:0]ALUop_reg1,
    output logic AUI_pc_reg1,
    output logic [1:0]L_type_reg1,
    output logic [1:0]S_type_reg1,
    output logic regWrite_reg1,
    output logic jump_reg1,
    output logic jalr_reg1,  
    output logic Branch_reg1
);
    always_ff @(posedge clk or posedge rst) begin
        if (rst) begin
            rs0_reg1 <= 32'd0;
            instr_reg1 <= 32'd0;
            rs1_reg1 <= '0;
            im_mux_reg1 <= '0;
            pc_reg1 <= '0;
            Rd_E <= '0;
            pc_plus4_reg1 <= 32'd0;
            regWrite_reg1 <= '0;
            MemRead_reg1 <= 1'b0;
            MemWrite_reg1 <= 1'b0;
            MemToReg_reg1 <= 1'b0;
            alusrc_reg1 <= 1'b0;
            ALUop_reg1 <= '0;
            AUI_pc_reg1 <= 1'b0;
            L_type_reg1 <= '0;
            S_type_reg1 <= '0;
            jump_reg1 <= 1'b0;
            jalr_reg1 <= 1'b0;   
            Branch_reg1 <= 1'b0;
        end else if (enable) begin
            rs0_reg1 <= rs0;
            rs1_reg1 <= rs1;
            im_mux_reg1 <= Im_mux;
            pc_reg1 <= pc;
            instr_reg1 <= instr_reg;
            pc_plus4_reg1 <= pc_plus4_reg;
            Rd_E <= Rd_D;
            regWrite_reg1 <= regWrite;
            MemRead_reg1 <= MemRead;
            MemWrite_reg1 <= MemWrite;
            MemToReg_reg1 <= MemToReg;
            alusrc_reg1 <= alusrc;
            ALUop_reg1 <= ALUop;
            AUI_pc_reg1 <= AUI_pc;
            L_type_reg1 <= L_type;
            S_type_reg1 <= S_type;
            jump_reg1 <= jump;
            jalr_reg1 <= jalr;   
            Branch_reg1 <= Branch;
        end
    end
endmodule
$ cat /design/flow/config.mk
export PLATFORM = sky130hd
export DESIGN_NAME = ID_EX
export DESIGN_NICKNAME = ID_EX
export VERILOG_FILES = /design/flow/design.v
export SDC_FILE = /design/flow/constraint.sdc
export NUM_CORES = 4
export LEC_CHECK = 1
export CORE_AREA = 10 10 238 238
export DIE_AREA = 0 0 248 248
==> reports/qor.csv <==
stage,metric,value,unit
outcome,status,"finished, violations left",
outcome,failed_checks,setup timing,
setup_path,ff2ff_setup_slack,-0.03,ns
power_and_ir_drop,p_per_area,1560,nW/um2
setup_path,rr_endpoint,S_type_reg1[1]$_DFFE_PP0P_,
placement,place_hpwl,22800,um
synthesis,avgSynthCellArea,18.9,um2
final_timing,finalHoldViolCount,0,
finish,final_area,15000,um2
setup_path,endpoint_kind,output pin,
floorplanning,dieArea,61500,um2
global_route,track_usage,9.15,%
detailed_routing,drc_errors,0,
cts,clk_latency,0.54,ns
detailed_routing,wirelength,29300,um
cts,clk_pin_slew,0.06,ns
cts,htree_levels,1,
cts,cts_tree,built,
worst_hold_path,hold_class,input port to async pin,
placement,placed_area,14700,um2
power_and_ir_drop,p_leak,0.00711,uW
setup_path,critPathLaunchType,register,
final_timing,max_slew_margin,86.0,%
detailed_routing,drt_iter0_drc,188,
global_route,grt_pass1_vias,6555,
cts,cts_hold_buf,0,
placement,io_buffers,432,
power_and_ir_drop,total_power,23400,uW
finish,drive_above_1_share,59.9,%
synthesis,netlist_area,8600,um2
synthesis,synth-edff-count,0,
final_timing,finalCriticalPeriod,1.28,ns
finish,fin_util,29.2,%
job,drv_cap,0,
setup_path,critPathSlowestCell,dfrtp_1,
cts,numCtsBuffers,25,
global_route,top_usage_layer,met2,
synthesis,async_flop_share,100,%
synthesis,ys_seq_share,62.6,%
cts,clock-sinks,215,
setup_path,path_delay_family,flip-flops,
final_timing,setup_viol,217,
floorplanning,initCoreUtil,16.7,%
detailed_routing,wl_per_cell,16.5,um
job,tool_warnings,28,
final_timing,fin_crit_sh,128,%
power_and_ir_drop,max-vdd-ir-drop,1.21,mV
finish,stdcell_count,1777,
finish,syn_to_final_growth,74.3,%
setup_path,crit_chain,buf_2,
detailed_routing,via_per_inst,3.42,
floorplanning,die_y,248,um
synthesis,ys_types,6,
final_timing,slew_violations,0,
setup_path,critical_path_class,register to output pin,
setup_path,max_stage_delay,0.40,ns
synthesis,top_cell_area_share,62.6,%
detailed_routing,postRouteAntennaNets,0,
synthesis,flop_cell,dfrtp_1,
synthesis,synth.most_common_cell,dfrtp_1,
global_route,grt_pass1_wl,42900,um
synthesis,ys_ff,215,
placement,dpl.cell_count,1664,
synthesis,yosys.area.top_type,dfrtp_1,
cts,clockBufferDepth,3,
placement,place.gp.congestion,0.798,
synthesis,common_cells,"215 x dfrtp_1, 150 x mux2_4, 65 x mux2_2, 18 x buf_6, 6 x buf_2",
setup_path,arrival,1.08,ns
setup_path,r2r-start,S_type_reg1[1]$_DFFE_PP0P_,
synthesis,yosys_cells,455,
floorplanning,core,51400,um2
global_route,use_met3,3.13,%
global_route,overflow,0,
final_timing,worst_slack,-0.279,ns
cts,cts_root_buf,clkbuf_16,
global_route,use_met1,11.8,%
setup_path,reg2regPathDepth,3,
global_route,antenna_found_initial,0,
setup_path,crit_fanout,2,
setup_path,critPathBufInv,1,
floorplanning,num_io_pins,433,
synthesis,yosys_area,8600,um2
detailed_routing,drt_pass1_iterations,4,
synthesis,topCellsByArea,"dfrtp_1 63%, mux2_4 26%, mux2_2 8.5%",
final_timing,rsz0062_at_grt,yes,
synthesis,yosysWarnings,1,
floorplanning,num_rows,83,
setup_path,required,0.80,ns
global_route,grt_max_degree,26,
final_timing,fmax,782,MHz
floorplanning,die_w,248,um
final_timing,tightest_slew,0.209,ns
global_route,grt_util_met2,14.9,%
synthesis,postSynthCellCount,455,
detailed_routing,via_count,6079,
final_timing,skew,0,ns
detailed_routing,num_antenna_cells,0,
[cells in the final DEF (no fill, tap or decap)]
| cell type | n |
|---|---|
| buf_8 | 1 |
| clkinv_4 | 1 |
| buf_6 | 29 |
| clkbuf_16 | 25 |
| clkdlybuf4s50_1 | 216 |
| clkinv_2 | 3 |
| bufinv_16 | 1 |
| mux2_4 | 150 |
| buf_12 | 16 |
| buf_2 | 215 |
| buf_4 | 145 |
| mux2_2 | 65 |
| clkbuf_1 | 9 |
| dfrtp_1 | 215 |
| clkinvlp_4 | 1 |
| clkbuf_8 | 5 |
[what timing repair did]
action                     in CTS  in global routing
pin swaps                       0                  0
hold endpoints to repair        0                  0
buffers inserted               56                 33
setup endpoints to repair     215                240
gates resized                 726                 29
[through the flow]
stage,setup TNS (ns),hold slack (ns),setup slack [ns]
after floorplan,-432.25,0.348,-2.00
after global placement,-28.23,0.488,-0.147
after detailed placement,-29.25,0.492,-0.159
after CTS,-59.48,0.0267,-0.340
after global routing,-62.10,0.0517,-0.335
final,-49.41,0.0650,-0.279
[cells by family after synthesis]
group                  after synthesis  share of synthesized area [%]
muxes                              215                           34.7
DFF                                215                           62.6
buffers and inverters               25                           2.75
[routing by layer]
metal / vias up / wire length [um]
li1: 2854 / -
met3: 33 / 2590
met1: 2964 / 11600
met4: 0 / 642
met5: - / 0
met2: 228 / 14400
[worst max-delay path by stage]
| stage | start | endpoint | slack [ns] | depth (start not counted) |
|---|---|---|---|---|
| CTS | pc_plus4_reg1[6]$_DFFE_PP0P_ | pc_plus4_reg1[6] | -0.34 | 1 |
| global route | pc_plus4_reg1[6]$_DFFE_PP0P_ | pc_plus4_reg1[6] | -0.33 | 1 |
| finish | pc_plus4_reg1[6]$_DFFE_PP0P_ | pc_plus4_reg1[6] | -0.28 | 1 |
[sequential cells by signal, indices dropped and copies added, names as in the netlist, 2 cells and up]
register / count
rs0_reg1: 32
Rd_E: 5
instr_reg1: 32
rs1_reg1: 32
im_mux_reg1: 32
pc_plus4_reg1: 32
pc_reg1: 32
L_type_reg1: 2
ALUop_reg1: 5
S_type_reg1: 2
[final cells by class]
cell class | instances | area [um2]
Inverter | 1 | 7.51
Sequential cell | 215 | 5380
Multi-Input combinational cell | 215 | 2980
Timing Repair Buffer | 622 | 4990
Clock inverter | 5 | 53.8
Fill cell | 5199 | 36400
Tap cell | 680 | 851
Clock buffer | 39 | 728
[worst register-to-register path: cells and delay by family (launching register included)]
family / cells / cell delay, ns
buffers and inverters: 2 / 0.26
multiplexers: 1 / 0.25
flip-flops: 1 / 0.41
[report_power, final]
part	leakage [uW]	internal, uW	total [uW]	switching [uW]
clock	0.000385	5220	8830	3610
combinational	0.00421	3330	4590	1260
sequential	0.00251	9580	10000	449
No activity file was given, so power comes from the tool's default toggle rates.
