File: ./design.v
`timescale 1ns / 1ps
module ALU #(parameter REGF_WIDTH = 32, parameter OP_code = 5)(
input logic [OP_code-1:0]op_code,
input logic [REGF_WIDTH-1:0]source1,
input logic [REGF_WIDTH-1:0]source2,
output logic zero,
output logic overflow,
output logic neg,
output logic carry,
output logic [REGF_WIDTH-1:0]out_put
    );
    logic [REGF_WIDTH:0]temp_res;
    logic [REGF_WIDTH-1 :0]internal_results;
    always_comb
    begin
            zero = 1'b0;
            overflow =1'b0;
            neg = 1'b0;
            carry = 1'b0;
        case(op_code)
         5'b00000: out_put = source1 & source2;  
         5'b00001: out_put = source1 | source2;  
           5'b00010:begin
                temp_res = {1'b0, source1} + {1'b0, source2};
                internal_results = temp_res[REGF_WIDTH-1 :0];
                carry = temp_res[REGF_WIDTH];
                overflow = (~source1[REGF_WIDTH-1] & ~source2[REGF_WIDTH-1] & internal_results[REGF_WIDTH-1])|
                (source1[REGF_WIDTH-1] & source2[REGF_WIDTH-1] & ~internal_results[REGF_WIDTH-1]);
                out_put = internal_results;
            end
           5'b00110:begin 
                temp_res = {1'b0, source1} - {1'b0, source2};
                internal_results = temp_res[REGF_WIDTH-1 :0];
                carry = ~temp_res[REGF_WIDTH];  
                overflow = (source1[REGF_WIDTH-1] & ~source2[REGF_WIDTH-1] & internal_results[REGF_WIDTH-1])|
                (~source1[REGF_WIDTH-1] & source2[REGF_WIDTH-1] & internal_results[REGF_WIDTH-1]);
                out_put = internal_results;
           end
         5'b00101: out_put = source1 ^ source2;  
         5'b00011: out_put = (source1<<source2[4:0]);  
         5'b01000: out_put = ($signed(source1) < $signed (source2))?32'd1: 32'd0;  
         5'b00100: out_put = (source1 < source2)?32'd1: 32'd0;  
         5'b00111: out_put = (source1 >> source2[4:0]);  
         5'b01001: out_put = $signed (source1) >> source2[4:0];  
         5'b01010: out_put = source2;          
         5'b11111: out_put = 32'd0;     
         default: out_put =  32'd0;
        endcase
        zero = (out_put == 0);
        neg = out_put[REGF_WIDTH-1];
    end
endmodule
File: ./run.sh
#!/bin/bash
# OpenROAD 26Q1-2900-gdf79404cd8, Yosys 0.63+post, stock flow scripts
make -C /OpenROAD-flow-scripts/flow DESIGN_CONFIG=/design/flow/config.mk WORK_HOME=/design/flow/orfs finish
File: ./config.mk
export PLATFORM = sky130hd
export DESIGN_NAME = ALU
export DESIGN_NICKNAME = ALU
export VERILOG_FILES = /design/flow/design.v
export SDC_FILE = /design/flow/constraint.sdc
export NUM_CORES = 4
export LEC_CHECK = 1
export CORE_UTILIZATION = 30
export SYNTH_HDL_FRONTEND = slang
File: ./constraint.sdc
current_design ALU

set clk_period 20.9
set clk_io_pct 0.2

create_clock -name clk0 -period $clk_period

set non_clock_inputs [all_inputs -no_clocks]
set_input_delay [expr $clk_period * $clk_io_pct] -clock clk0 $non_clock_inputs
set_output_delay [expr $clk_period * $clk_io_pct] -clock clk0 [all_outputs]
==> reports/metrics.cfg <==
[setup_path]
worst_path_dominant_cell_family=AND-OR/OR-AND gates
worst-path-max-fanout=9
slowest_delay_ps=800
critical_path.startpoint_type=input pin
setup.worst_path.class=input pin to output port
slowest_cell_on_the_critical_path=sky130_fd_sc_hd__a2111oi_0
endpoint_kind=output port
cp_num_buf_inv=3
worst_path_cell_chain=clkdlybuf4s50_1 > inv_1 > ha_1 > and2_1 > a221oi_1 > a21oi_1 > o21ai_0 > a2111oi_0 > a2111oi_0 > o221ai_1 > nor4_1 > nand4b_1 > or4_1 > nor4_1 > clkdlybuf4s50_1
data_arrival_at_the_endpoint_of_the_critical_path_ps=10290
crit_required_ps=16720

[yosys]
yosys-stat-area_mm2=0.00927
avgSynthCellArea_um2=6.84
synth_largest_type_area_fraction=0.143
synthesis.area_mm2=0.00927
synthDominantAreaCellType=sky130_fd_sc_hd__ha_1
ys_types=96
synth_sequential_area_ratio=0
yosysWarnings=0
synth.area.top_cells=sky130_fd_sc_hd__ha_1 14%, sky130_fd_sc_hd__mux2i_1 5.4%, sky130_fd_sc_hd__nand2_1 5.4%
yosys-stat-cells=1356
postSynthCellCount=1356

[run_status]
run_status=complete, no violations

[floorplan]
pin_count=105
area_of_the_core_mm2=0.0300
fp-row-count=63
die-area_mm2=0.0316
floorplan.die.width_um=178
fp_util=0.309
die_h_um=178

[placed_design]
hpwlAfterDp_um=36900
gp_congestion=1.08
placement.cell_area_mm2=0.0106
io_buffers=105

[pwr]
cellPowerDensity_mw_per_mm2=26.8
total_leakage_power_nw=4.40
internal_power_mw=0.108
ir_drop_worst_case_vdd_mv=0.0105
power.switching_fraction=0.619
total_switching_power_mw=0.175

[sta]
worst_hold_slack_ps=9630
final.period_utilization=0.692
grt_setup_unrepaired=no
finalWorstPathRequiredPeriod_ps=14470
finalSetupViolCount=0
max_freq_mhz=69.1
final-hold-violation-count=0
relSlewSlack=0.334
final-max-slew-violation-count=0
tns_ps=0
worst-slew-pin-transition_ps=1000

[drt]
drt_pre_antenna_iters=5
drtAntennaViolNets=0
detailedRoute.firstIterationViolations=1323
post-route-drc-count=0
wl_per_cell_um=26.2
vias=11200
detail_route.vias_per_cell=6.30
final_routed_wirelength_across_all_metal_layers_um=46600

[clocking]
post-cts-setup-buffers=0
post_cts.resized_instances=0
cts_hold_repair.buffers=0

[grt]
first_global_vias=10400
global_route.usage.total=0.297
wire_length_of_the_first_global_routing_pass_um=68400
grt_antenna_before_repair=3
total_gr_overflow=0
grt_start_max_net_pins=69

[layout]
nFillCells=3165
layout_top_cell=sky130_fd_sc_hd__nand2_1
mostFrequentLayoutCells=133 x sky130_fd_sc_hd__nand2_1, 126 x sky130_fd_sc_hd__nor2_1, 106 x sky130_fd_sc_hd__ha_1
layout-area-overhead-vs-synth_pct=13.9
final_area_mm2=0.0106
ff_count=0
nClkBuffers=0
layout-drive-gt1-share=0.0776
area.sequential_um2=0

[run]
max_cap_violations=0
openroad.warnings=106

[min_path]
timing.hold.worst.class=input pin to output port

## power groups by stage
stage    clock network, mW  logic [mW]  registers (mW)
4_1_cts                  0       0.276               0
5_1_grt                  0       0.303               0
## logic make-up (layout without fill, tap and decap cells)
group,after synthesis,after routing,synth area share
AND-OR/OR-AND,466,466,0.363
AND/OR/NAND/NOR,461,461,0.239
buffers and inverters,202,237,0.0915
adder cells (fa/ha/maj),108,108,0.147
multiplexers,102,102,0.143
XOR/XNOR,17,17,0.0161
other,0,1,0
## routing by layer
| layer | wire [um] | GRT usage |
|---|---|---|
| met5 | 13 | 0 |
| met4 | 1650 | 0.0912 |
| met3 | 4940 | 0.0774 |
| met2 | 19600 | 0.434 |
| met1 | 20400 | 0.424 |
## layout make-up
cell class                      count  area (um2)  area share
Inverter                          101         379      0.0359
Tap cell                          390         488      0.0462
Multi-Input combinational cell   1154        8420       0.797
Timing Repair Buffer              136        1270       0.120
Antenna cell                        1        2.50    0.000237
## final timing paths
kind  startpoint          to  slack, ps  depth (start not counted)
max   source2[4]        zero       6430                         15
min   source2[5]  out_put[5]       9630                          6
## cells in the mapped netlist (all sizes together), types with 26 or more instances
cell and n:
nand2 133, nor2 126, ha 106, inv 100, a21oi 89, clkbuf 64
o21ai 62, mux2i 51, nand3 43, buf 37, a211oi 36, mux2 31
o211ai 29, o22ai 27, nor3 26
## per-stage QoR
stage / instances / utilization / setup WS [ps] / total power [mW]
final: 1782 / 0.352 / 6430 / 0.283
after CTS: 1781 / 0.352 / 6540 / 0.276
after global placement: 1781 / 0.352 / 6570 / 0.276
after detailed placement: 1781 / 0.352 / 6580 / 0.274
after global routing: 1781 / 0.352 / 6200 / 0.303
after floorplan: 1356 / - / 8510 / 0.169
No activity file was given, so power comes from the tool's default toggle rates.
